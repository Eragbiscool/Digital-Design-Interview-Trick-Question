File: design/flow/config.mk
export PLATFORM = sky130hd
export DESIGN_NAME = counter_using_mux
export DESIGN_NICKNAME = counter_using_mux
export VERILOG_FILES = /design/flow/design.v
export SDC_FILE = /design/flow/constraint.sdc
export NUM_CORES = 4
export LEC_CHECK = 1
export CORE_AREA = 10 10 70 70
export DIE_AREA = 0 0 80 80
File: design/flow/constraint.sdc
current_design counter_using_mux

set clk_period 1.0
set clk_io_pct 0.2

create_clock -name clk0 -period $clk_period [get_ports {clk}]

set non_clock_inputs [all_inputs -no_clocks]
set_input_delay [expr $clk_period * $clk_io_pct] -clock clk0 $non_clock_inputs
set_output_delay [expr $clk_period * $clk_io_pct] -clock clk0 [all_outputs]
File: design/flow/design.v
module counter_register (
	clk,
  	rst_n,
  	d,
  	wr,
  	q
);
  input clk;
  input rst_n;
  input d;
  input wr;
  output q;
  reg q_reg;
  always@(negedge clk or negedge rst_n or posedge wr) begin
    if(!rst_n) q_reg <= 1'b0;
    else begin
    	if(wr) q_reg <= d;
    	else q_reg <= !q;
    end
  end
  assign q = q_reg;
endmodule
module counter_using_mux (
	clk,
  	rst_n,
  	in1,
  	wr,
  	out1
);
  input clk;
  input rst_n;
  input [3:0]  in1;
  input wr;
  output [3:0] out1;
  counter_register counter_reg_inst_1 (clk,rst_n,in1[0],wr,out1[0]);
  counter_register counter_reg_inst_2 (out1[0],rst_n,in1[1],wr,out1[1]);
  counter_register counter_reg_inst_3 (out1[1],rst_n,in1[2],wr,out1[2]);
  counter_register counter_reg_inst_4 (out1[2],rst_n,in1[3],wr,out1[3]);
endmodule
File: design/flow/run.sh
#!/bin/bash
# OpenROAD 26Q1-2900-gdf79404cd8, Yosys 0.63+post, stock flow scripts
make -C /OpenROAD-flow-scripts/flow DESIGN_CONFIG=/design/flow/config.mk WORK_HOME=/design/flow/orfs finish
==> run notes <==
fresh numbers from the pnr run: outcome finished, violations left, failing checks setup timing, count of endpoints without a timing constraint 6, Netlist cell types 6, largest net degree at the start of global routing 8, drt wl/cell 8.68 µm, FP Rows 21, number of global-route vias before repair 202, Req. time, crit path 0.80 ns, DRC Markers 0, Hold-fix buffers, CTS 0, Critical Path AT 1.14 ns, Chip Area, Yosys 229 µm², GR Overflow Total 0, Seq share, synth 56.8%, P per Cell Area 310 nW/µm², vias post-DR 169, number of synthesis warnings 2, register pins left without a clock 3, post-route antenna net violation count 0, Setup WS pre-CTS -0.647 ns, HP Class flop to flop, IO Pins 11, max incr delay on CP 0.54 ns, critical path's slowest cell dfbbn_1, critical path peak fanout 2, cell count after synthesis 20, port bufs 10, die width 80 µm, Synth Cell Area 229 µm², total track usage 2.02%, Finish-stage setup viols 2, worst hold slack 0.456 ns, gpl congestion 0.770, Area Overhead vs Synth 68.9%, fp util 6.70%, EDFF count, synth 0, maximum vdd drop 0.210 mV, share of cells above drive strength 1 37.9%, detailed placement HPWL 568 µm, antenna violations before repair 0, worst-path cell chain buf_2, number of logged tool warnings 31, placed insts 75, Main synth FF type dfbbn_1, initial drt markers 0, most frequent cells after synthesis buf_4 (4), dfbbn_1 (4), inv_1 (4), nand3_1 (4), a21boi_1 (3), DP Area 379 µm², Dominant cell area share 56.8%, CP delay by family, top flip-flops, critical path class flop to output pin, Die ar. 6400 µm², global-route wire length before repair 1050 µm, crit end category output pin, max_cap viols 0, antenna cells 0, CP Launch Type flop, clock transition at the registers of the reported paths 0 ns, worst-margin pin slew 0.109 ns, Die Y-Extent 80 µm, clk_skew 0 ns, flops & latches, synth 4, core area 3420 µm², 1st-pass router iterations 1, largest area contributor in the netlist dfbbn_1, fin worst setup slack -0.342 ns, Pleak 0.152 nW, Filler cells 399, routed vias/inst 2.25, RSZ-0062 raised after global routing true, final slew viol count 0, ys async rst share 100%, Final Hold Viols 0, DRT Wirelength 651 µm, Late-Pin Clk Latency 0 ns, fin cells 75, fin area 387 µm², Max-slew headroom 92.7%, top cells, area dfbbn_1 (57%), buf_4 (13%), a21boi_1 (9.8%), nand3_1 (8.7%), inv_1 (6.6%), cell count listed in synth_stat.txt 20, Syn Area/Cell 11.4 µm², worst path bufs/invs 1
-- where the power goes --
| group | switching (mW) | internal (mW) | total (mW) |
|---|---|---|---|
| combinational | 0.0250 | 0.0398 | 0.0648 |
| clock | 0 | 0 | 0 |
| sequential | 0 | 0.0550 | 0.0550 |
| total | 0.0250 | 0.0948 | 0.120 |
-- metal layers --
layer | GRT usage [%] | wire, µm | up-vias
li1 | - | - | 86
met2 | 2.57 | 186 | 12
met3 | 1.48 | 120 | 0
met4 | 0 | 0 | 0
met5 | 0 | 0 | -
met1 | 2.82 | 344 | 71
-- metrics by stage --
| stage | TNS [ns] | power, mW | utilization, % |
|---|---|---|---|
| after floorplan | -0.344 | 0.0698 | - |
| after global placement | -1.49 | 0.113 | 11.1 |
| after detailed placement | -1.47 | 0.116 | 11.1 |
| after CTS | -0.372 | 0.119 | 11.2 |
| after global routing | -0.390 | 0.127 | 11.3 |
| final | -0.367 | 0.120 | 11.3 |
-- final cells by class --
type	count	area, µm²	area share [%]
multi-input cells	8	62.6	16.2
repair buffers	13	121	31.4
well taps	46	57.6	14.9
inverters	4	15.0	3.88
flip-flops and latches	4	130	33.7
-- cell usage in the layout (no fill, tap or decap), drive strengths merged --
cell type	Yosys	layout
inv	4	4
buf	4	7
dfbbn	4	4
a21boi	4	4
nand3	4	4
clkdlybuf4s50	0	6
-- final timing paths --
kind                                          startpoint                  endpoint  slack [ns]  depth (start not counted)
worst max register to register  counter_reg_inst_1.q_reg  counter_reg_inst_1.q_reg        0.42                          0
worst min register to register  counter_reg_inst_1.q_reg  counter_reg_inst_1.q_reg        0.46                          0
max in group asynchronous                             wr  counter_reg_inst_1.q_reg       -0.02                          2
min in group asynchronous                         in1[0]  counter_reg_inst_1.q_reg        0.80                          2
worst min-delay path            counter_reg_inst_1.q_reg  counter_reg_inst_1.q_reg        0.46                          0
worst max-delay path            counter_reg_inst_1.q_reg                   out1[0]       -0.34                          1
-- timing repair --
| item | 4_1_cts | 5_1_grt |
|---|---|---|
| pin swaps | 1 | 0 |
| endpoints found under the setup margin | 3 | 3 |
| gates resized | 20 | 1 |
| buffers inserted | 0 | 0 |
-- logic make-up after synthesis --
kind of cell / after synthesis / synth area share (%)
flip-flops: 4 / 56.8
AND-OR/OR-AND: 4 / 14.8
AND/OR/NAND/NOR: 4 / 8.74
buffers and inverters: 8 / 19.7
No activity file was given, so power comes from the tool's default toggle rates.
